==> flow/design.v <==
localparam XLEN = 32;
localparam XLEN_BYTES = XLEN / 8;
localparam BP_ADDR_SIZE = 8;
localparam RESET_VECTOR = 32'h00000000;
localparam INSTR_LEN = 32;
localparam INSTR_LEN_BYTES = INSTR_LEN / 8;
localparam DATA_LEN = XLEN;
localparam DATA_LEN_BYTES = DATA_LEN / 8;
localparam INSTR_MEM_WIDTH = XLEN;
localparam INSTR_MEM_DEPTH = 1024;
localparam INSTR_MEM_ADDR_WIDTH = $clog2(INSTR_MEM_DEPTH * INSTR_MEM_WIDTH / 8);
localparam INSTR_MEM_TAG_WIDTH = XLEN;
localparam DATA_MEM_WIDTH = XLEN;
localparam DATA_MEM_DEPTH = 1024;
localparam DATA_MEM_ADDR_WIDTH = $clog2(DATA_MEM_DEPTH * DATA_MEM_WIDTH / 8);
localparam REG_FILE_DEPTH = 32;
localparam REG_FILE_ADDR_WIDTH = $clog2(REG_FILE_DEPTH);
typedef struct packed {
  logic [31:0]             instr;
  logic [XLEN-1:0]         instr_tag;
  logic [4:0]              rs1_addr;
  logic [4:0]              rs2_addr;
  logic [XLEN-1:0]         imm;
  logic                    imm_valid;
  logic [4:0]              rd_addr;
  logic [$clog2(XLEN)-1:0] shamt;
  logic alu;
  logic rs1;
  logic rs2;
  logic imm12;
  logic rd;
  logic shimm5;
  logic imm20;
  logic pc;
  logic load;
  logic store;
  logic lsu;
  logic add;
  logic sub;
  logic land;
  logic lor;
  logic lxor;
  logic sll;
  logic sra;
  logic srl;
  logic slt;
  logic unsign;
  logic condbr;
  logic beq;
  logic bne;
  logic bge;
  logic blt;
  logic jal;
  logic by;
  logic half;
  logic word;
  logic mul;
  logic rs1_sign;
  logic rs2_sign;
  logic low;
  logic div;
  logic rem;
  logic nop;
  logic legal;
} idu0_out_t;
typedef struct packed {
  logic alu;
  logic rs1;
  logic rs2;
  logic imm12;
  logic rd;
  logic shimm5;
  logic imm20;
  logic pc;
  logic load;
  logic store;
  logic lsu;
  logic add;
  logic sub;
  logic land;
  logic lor;
  logic lxor;
  logic sll;
  logic sra;
  logic srl;
  logic slt;
  logic unsign;
  logic condbr;
  logic beq;
  logic bne;
  logic bge;
  logic blt;
  logic jal;
  logic by;
  logic half;
  logic word;
  logic mul;
  logic rs1_sign;
  logic rs2_sign;
  logic low;
  logic div;
  logic rem;
  logic nop;
  logic legal;
} decode_out_t;
typedef struct packed {
  logic [31:0]             instr;
  logic [XLEN-1:0]         instr_tag;
  logic [XLEN-1:0]         rs1_data;
  logic [XLEN-1:0]         rs2_data;
  logic [4:0]              rs1_addr;
  logic [4:0]              rs2_addr;
  logic [XLEN-1:0]         imm;
  logic                    imm_valid;
  logic [4:0]              rd_addr;
  logic [$clog2(XLEN)-1:0] shamt;
  logic alu;
  logic rs1;
  logic rs2;
  logic imm12;
  logic rd;
  logic shimm5;
  logic imm20;
  logic pc;
  logic load;
  logic store;
  logic lsu;
  logic add;
  logic sub;
  logic land;
  logic lor;
  logic lxor;
  logic sll;
  logic sra;
  logic srl;
  logic slt;
  logic unsign;
  logic condbr;
  logic beq;
  logic bne;
  logic bge;
  logic blt;
  logic jal;
  logic by;
  logic half;
  logic word;
  logic mul;
  logic rs1_sign;
  logic rs2_sign;
  logic low;
  logic div;
  logic rem;
  logic nop;
  logic legal;
} idu1_out_t;
typedef struct packed {
  logic [31:0] instr;
  logic [XLEN-1:0] instr_tag;
  logic [4:0] rs1_addr;
  logic [4:0] rs2_addr;
  logic [4:0] rd_addr;
  logic mul;
  logic alu;
  logic div;
  logic lsu;
} last_issued_instr_t;
typedef enum logic [2:0] {
  LSU_IDLE,
  LSU_LOAD_1,
  LSU_LOAD_2,
  LSU_DONE
} lsu_state_t;
module mul (
    input  logic                 clk,
    input  logic                 rst_n,
    input  idu1_out_t            mul_ctrl,
    input  logic                 freeze,
    output logic      [XLEN-1:0] out,
    output logic      [     4:0] out_rd_addr,
    output logic                 out_rd_wr_en,
    output logic      [XLEN-1:0] instr_tag_out,
    output logic      [    31:0] instr_out,
    output logic                 mul_busy
);
  logic valid_e1, valid_e2;
  logic mul_c1_e1_clken, mul_c1_e2_clken, mul_c1_e3_clken;
  logic exu_mul_c1_e1_clk, exu_mul_c1_e2_clk, exu_mul_c1_e3_clk;
  logic [XLEN-1:0] a_ff_e1, a_e1;
  logic [XLEN-1:0] b_ff_e1, b_e1;
  logic rs1_sign_e1, rs1_neg_e1;
  logic rs2_sign_e1, rs2_neg_e1;
  logic signed [XLEN:0] a_ff_e2, b_ff_e2;
  logic signed [2*XLEN:0] prod_e3;
  logic low_e1, low_e2, low_e3;
  logic [XLEN-1:0] a, b;
  logic [4:0] out_rd_addr_e1, out_rd_addr_e2, out_rd_addr_e3;
  logic out_rd_wr_en_e1, out_rd_wr_en_e2, out_rd_wr_en_e3;
  logic [XLEN-1:0] instr_tag_e1, instr_tag_e2, instr_tag_e3;
  logic [XLEN-1:0] instr_e1, instr_e2, instr_e3;
  assign a = mul_ctrl.rs1_data;
  assign b = mul_ctrl.rs2_data;
  dff_rst_en #(1) valid_e1_ff (
      .din (mul_ctrl.legal & mul_ctrl.mul),
      .dout(valid_e1),
      .en  (~freeze),
      .*
  );
  dff_rst #(1) rs1_sign_e1_ff (
      .din (mul_ctrl.rs1_sign),
      .dout(rs1_sign_e1),
      .*
  );
  dff_rst #(1) rs2_sign_e1_ff (
      .din (mul_ctrl.rs2_sign),
      .dout(rs2_sign_e1),
      .*
  );
  dff_rst #(1) low_e1_ff (
      .din (mul_ctrl.low),
      .dout(low_e1),
      .*
  );
  dff_rst #(XLEN) a_e1_ff (
      .din (a[XLEN-1:0]),
      .dout(a_ff_e1[XLEN-1:0]),
      .*
  );
  dff_rst #(XLEN) b_e1_ff (
      .din (b[XLEN-1:0]),
      .dout(b_ff_e1[XLEN-1:0]),
      .*
  );
  dff_rst #(5) out_rd_addr_ff (
      .din (mul_ctrl.rd_addr),
      .dout(out_rd_addr_e1),
      .*
  );
  dff_rst #(1) out_rd_wr_en_ff (
      .din (mul_ctrl.legal & mul_ctrl.mul),
      .dout(out_rd_wr_en_e1),
      .*
  );
  dff_rst #(XLEN + 32) instr_tag_ff (
      .din ({mul_ctrl.instr_tag, mul_ctrl.instr}),
      .dout({instr_tag_e1, instr_e1}),
      .*
  );
  assign a_e1[XLEN-1:0] = a_ff_e1[XLEN-1:0];
  assign b_e1[XLEN-1:0] = b_ff_e1[XLEN-1:0];
  assign rs1_neg_e1 = rs1_sign_e1 & a_e1[XLEN-1];
  assign rs2_neg_e1 = rs2_sign_e1 & b_e1[XLEN-1];
  dff_rst_en #(1) valid_e2_ff (
      .din (valid_e1),
      .dout(valid_e2),
      .en  (~freeze),
      .*
  );
  dff_rst #(1) low_e2_ff (
      .din (low_e1),
      .dout(low_e2),
      .*
  );
  dff_rst #(XLEN + 1) a_e2_ff (
      .din ({rs1_neg_e1, a_e1[XLEN-1:0]}),
      .dout(a_ff_e2[XLEN:0]),
      .*
  );
  dff_rst #(XLEN + 1) b_e2_ff (
      .din ({rs2_neg_e1, b_e1[XLEN-1:0]}),
      .dout(b_ff_e2[XLEN:0]),
      .*
  );
  dff_rst #(5) out_rd_addr_e2_ff (
      .din (out_rd_addr_e1),
      .dout(out_rd_addr_e2),
      .*
  );
  dff_rst #(1) out_rd_wr_en_e2_ff (
      .din (out_rd_wr_en_e1),
      .dout(out_rd_wr_en_e2),
      .*
  );
  dff_rst #(XLEN + 32) instr_tag_e2_ff (
      .din ({instr_tag_e1, instr_e1}),
      .dout({instr_tag_e2, instr_e2}),
      .*
  );
  logic signed [2*XLEN+1:0] prod_e2;
  assign prod_e2[2*XLEN+1:0] = a_ff_e2 * b_ff_e2;
  dff_rst #(1) low_e3_ff (
      .din (low_e2),
      .dout(low_e3),
      .*
  );
  dff_rst #(2 * XLEN + 1) prod_e3_ff (
      .din (prod_e2[2*XLEN:0]),
      .dout(prod_e3[2*XLEN:0]),
      .*
  );
  dff_rst #(5) out_rd_addr_e3_ff (
      .din (out_rd_addr_e2),
      .dout(out_rd_addr_e3),
      .*
  );
  dff_rst #(1) out_rd_wr_en_e3_ff (
      .din (out_rd_wr_en_e2),
      .dout(out_rd_wr_en_e3),
      .*
  );
  dff_rst #(XLEN + 32) instr_tag_e3_ff (
      .din ({instr_tag_e2, instr_e2}),
      .dout({instr_tag_e3, instr_e3}),
      .*
  );
  assign out[XLEN-1:0] = low_e3 ? prod_e3[XLEN-1:0] : prod_e3[2*XLEN-1:XLEN];
  assign out_rd_addr = out_rd_addr_e3;
  assign out_rd_wr_en = out_rd_wr_en_e3;
  assign instr_tag_out = instr_tag_e3;
  assign instr_out = instr_e3;
  assign mul_busy = out_rd_wr_en_e1 | out_rd_wr_en_e2;
endmodule
module dff #(
    parameter int WIDTH = 1
) (
    input logic [WIDTH-1:0] din,
    input logic             clk,
    output logic [WIDTH-1:0] dout
);
  always_ff @(posedge clk) begin
    dout[WIDTH-1:0] <= din[WIDTH-1:0];
  end
endmodule
module dff_rst #(                                 
    parameter int WIDTH = 1,
    parameter logic [WIDTH-1:0] RST_VAL = 0
) (
    input logic             clk,
    input logic             rst_n,
    input logic [WIDTH-1:0] din,
    output logic [WIDTH-1:0] dout
);
  always_ff @(posedge clk) begin
    if (!rst_n) dout[WIDTH-1:0] <= RST_VAL[WIDTH-1:0];
    else dout[WIDTH-1:0] <= din[WIDTH-1:0];
  end
endmodule
module dff_rst_en #(
    parameter int WIDTH = 1,
    parameter logic [WIDTH-1:0] RESET_VAL = 0
) (
    input logic [WIDTH-1:0] din,
    input logic             clk,
    input logic             rst_n,
    input logic             en,
    output logic [WIDTH-1:0] dout
);
  dff_rst #(WIDTH, RESET_VAL) dff_rst_inst (
      .din((en) ? din[WIDTH-1:0] : dout[WIDTH-1:0]),
      .*
  );
endmodule
module dff_rst_vector #(
    parameter int WIDTH = 1,
    parameter logic [WIDTH-1:0] RST_VAL = 0
) (
    input logic             clk,
    input logic             rst_n,
    input logic [WIDTH-1:0] reset_val,
    input logic [WIDTH-1:0] din,
    output logic [WIDTH-1:0] dout
);
  always_ff @(posedge clk) begin
    if (!rst_n) dout[WIDTH-1:0] <= reset_val[WIDTH-1:0];
    else dout[WIDTH-1:0] <= din[WIDTH-1:0];
  end
endmodule
module dff_rst_en_vector #(
    parameter int WIDTH = 1,
    parameter logic [WIDTH-1:0] RST_VAL = 0
) (
    input logic clk,
    input logic rst_n,
    input logic en,
    input logic [WIDTH-1:0] reset_val,
    input logic [WIDTH-1:0] din,
    output logic [WIDTH-1:0] dout
);
  dff_rst_vector #(WIDTH, RST_VAL) dff_rst_vector_inst (
      .din((en) ? din : dout),
      .*
  );
endmodule
module dff_rst_flush #(
  parameter int WIDTH = 1,
  parameter logic [WIDTH-1:0] RESET_VAL = 0
) (
  input logic [WIDTH-1:0] din,
  input logic             clk,
  input logic rst_n,
  input logic flush,
  output logic [WIDTH-1:0] dout 
);
dff_rst_en #(WIDTH, RESET_VAL) ff_inst (
  .clk(clk),
  .rst_n(rst_n),
  .din((flush) ? RESET_VAL : din),
  .dout(dout),
  .en(1'b1)
);
endmodule
module dff_rst_en_flush #(
    parameter int WIDTH = 1,
    parameter logic [WIDTH-1:0] RESET_VAL = 0
) (
    input logic [WIDTH-1:0] din,
    input logic             clk,
    input logic             rst_n,
    input logic             en,
    input logic flush,
    output logic [WIDTH-1:0] dout
);
  logic [WIDTH-1:0] din_i;
  logic [WIDTH-1:0] dout_i;
  assign din_i = (flush) ? RESET_VAL[WIDTH-1:0] : din[WIDTH-1:0];
  assign dout = (flush) ? RESET_VAL[WIDTH-1:0] : dout_i[WIDTH-1:0];
  dff_rst_en #(WIDTH, RESET_VAL) dff_rst_en_inst (
      .clk(clk),
      .rst_n(rst_n),
      .en(en),
      .din(din_i[WIDTH-1:0]),
      .dout(dout_i[WIDTH-1:0])
  );
endmodule
module pc #(
    parameter int PC_WIDTH = 32,
    parameter logic [PC_WIDTH-1:0] INC_AMOUNT = 4
) (
    input logic                clk,
    input logic                rst_n,
    input logic [PC_WIDTH-1:0] reset_vector,
    input logic load,
    input logic inc,
    input logic stall,
    input  logic [PC_WIDTH-1:0] pc_in,
    output logic [PC_WIDTH-1:0] pc_out,
    output logic                pc_out_valid
);
  logic [PC_WIDTH-1:0] pc_d, pc_q;
  logic update_pc;
  dff_rst_en_vector #(PC_WIDTH) dff_rst_en_vector_inst (
      .reset_val(reset_vector[PC_WIDTH-1:0]),
      .din(pc_d[PC_WIDTH-1:0]),
      .dout(pc_q[PC_WIDTH-1:0]),
      .en(update_pc),
      .*
  );
  always_comb begin
    unique casez ({
      load, inc, stall
    })
      3'b1?0: begin   
        pc_d = pc_in;
        pc_out_valid = 1'b1;
        update_pc = 1'b1;
      end
      3'b010: begin   
        pc_d = pc_q + INC_AMOUNT;
        pc_out_valid = 1'b1;
        update_pc = 1'b1;
      end
      3'b??1: begin   
        pc_d = 'b0;
        pc_out_valid = 1'b0;
        update_pc = 1'b0;
      end
      default: begin
        pc_d = 'b0;
        pc_out_valid = 1'b0;
        update_pc = 1'b0;
      end
    endcase
  end
  assign pc_out[PC_WIDTH-1:0] = pc_q[PC_WIDTH-1:0];
endmodule
module twoscomp #(
    parameter WIDTH = 32
) (
    input logic [WIDTH-1:0] din,
    output logic [WIDTH-1:0] dout
);
  logic [WIDTH-1:1] dout_temp;   
  genvar i;
  for (i = 1; i < WIDTH; i++) begin : flip_after_first_one   
    assign dout_temp[i] = (|din[i-1:0]) ? ~din[i] : din[i];  
  end : flip_after_first_one
  assign dout[WIDTH-1:0] = {dout_temp[WIDTH-1:1], din[0]};
endmodule   
==> flow/run.sh <==
#!/bin/bash
# OpenROAD 26Q1-2900-gdf79404cd8, Yosys 0.63+post, stock flow scripts
make -C /OpenROAD-flow-scripts/flow DESIGN_CONFIG=/design/flow/config.mk WORK_HOME=/design/flow/orfs finish
==> flow/config.mk <==
export PLATFORM = sky130hd
export DESIGN_NAME = mul
export DESIGN_NICKNAME = mul
export VERILOG_FILES = /design/flow/design.v
export SDC_FILE = /design/flow/constraint.sdc
export NUM_CORES = 4
export LEC_CHECK = 1
export CORE_UTILIZATION = 40
==> flow/constraint.sdc <==
current_design mul

set clk_period 22.0
set clk_io_pct 0.2

create_clock -name clk0 -period $clk_period [get_ports {clk}]

set non_clock_inputs [all_inputs -no_clocks]
set_input_delay [expr $clk_period * $clk_io_pct] -clock clk0 $non_clock_inputs
set_output_delay [expr $clk_period * $clk_io_pct] -clock clk0 [all_outputs]
==> Flow_metrics.wiki <==
=== Synthesis and place and route ===
{| class="wikitable"
! Metric !! Value
|-
| Result of the run || finished clean
|-
| Critical path required time || 22490 ps
|-
| Area inside the core boundary || 122000 sq um
|-
| CP Capture Point || prod_e3_ff.dout[63]
|-
| Final Max-Slew Violation Tally || 0
|-
| H-tree levels || 2
|-
| Power Total || 2160 uW
|-
| Flops out of synthesis || 409
|-
| Register share after synthesis || 16.6%
|-
| Critical Path Fanout Max || 32
|-
| WP data arrival || 9750 ps
|-
| Grt met3 use || 9.77%
|-
| Ant. Diodes || 0
|-
| Worst hold slack across all endpoints || 419 ps
|-
| Number of global-route vias before repair || 35328
|-
| Post-route ant nets || 0
|-
| Clock Path Buffers || 3
|-
| Worst Path Class, Setup || register to register
|-
| Peak Freq || 108 MHz
|-
| Post-synthesis async set-or-reset flop share || 0%
|-
| Wirelength per Cell || 17.1 microns
|-
| Aggregate global routing overflow || 0
|-
| Post-synthesis to final-layout area growth || 11.2%
|-
| Dominant flop cell || sky130_fd_sc_hd__dfxtp_1
|-
| Worst-case clock skew || 41.1 ps
|-
| Placed inst area || 53400 sq um
|-
| First-pass DRT Iterations || 5
|-
| Fin crit period || 9260 ps
|-
| Worst reg-to-reg path cell count || 23
|-
| Top cells, area || sky130_fd_sc_hd__fa_1, sky130_fd_sc_hd__dfxtp_1, sky130_fd_sc_hd__and2_1, sky130_fd_sc_hd__inv_1, sky130_fd_sc_hd__ha_1
|-
| Total cells reported by yosys after synthesis || 5025
|-
| Clock tree from TritonCTS || done
|-
| Critical Path End Type || register
|-
| Pwr/cell area || 39.3 nW/um^2
|-
| Mapped Avg Cell Area || 9.83 sq um
|-
| Measured slew at the worst slew-check pin || 717 ps
|-
| Post-layout period usage of the worst path || 42.1%
|-
| GR Util All Layers || 21.2%
|-
| Total of max-cap violations || 0
|-
| Drc violations || 0
|-
| Die boundary width || 353 microns
|-
| CP startpoint kind || register
|-
| Number of placed I/O pins || 325
|-
| Source of the worst register-to-register timing path || a_e2_ff.dout[32]
|-
| Area share of the leading cell type in the synthesized netlist || 45.6%
|-
| Detail Placement HPWL || 91.5 mm
|-
| Number of warnings issued by yosys || 7
|-
| Synthesis area per yosys || 49400 sq um
|-
| Startpoint of the most critical setup path || a_e2_ff.dout[32]
|-
| Global-route wire length before repair || 194 mm
|-
| Unrepaired setup endpoints after global routing || no
|-
| Full die area || 125000 sq um
|-
| Filler Cell Count || 11383
|-
| Most instantiated cells after synthesis || sky130_fd_sc_hd__fa_1, sky130_fd_sc_hd__inv_1, sky130_fd_sc_hd__and2_1
|-
| Mapped cell area || 49400 sq um
|-
| Number of instances in the synthesized netlist || 5025
|-
| Antenna violations before repair || 0
|-
| Die height || 353 microns
|-
| Via count || 31933
|-
| Hold violation count in the final report || 0
|-
| Setup tns final || 0 ps
|-
| Worst r2r dst || prod_e3_ff.dout[63]
|-
| Minimum setup slack among reg-to-reg paths || 12740 ps
|-
| Grt met2 use || 32.4%
|-
| Hold bufs inserted after CTS || 0
|-
| Master cell of the clock root buffer || sky130_fd_sc_hd__clkbuf_16
|-
| Count of clock tree sinks || 409
|-
| Routability cong. || 0.932
|-
| Relative slew slack || 50.9%
|-
| PostCTS Resize Cnt || 0
|-
| Number of distinct library cell variants in the gate-level netlist after synthesis || 65
|-
| Design area || 54900 sq um
|-
| Standard-cell rows || 128
|-
| Worst-case vdd ir drop || 0.0672 mV
|-
| Post-synth tally of flip-flops with integrated enable || 0
|-
| GR met1 Demand/Resource || 29.3%
|-
| Worst hold-check path type || register to register
|-
| Busiest layer in global routing || met2
|-
| Clock transition at path regs || 80 ps
|-
| Tally of OpenROAD warnings || 111
|-
| Vias/cell || 4.71
|-
| Clk ins delay skew pair || 600 ps
|-
| Layout cell share with drive strength beyond 1 || 3.82%
|-
| Aggregate routed wire length || 116 mm
|-
| Most popular library cell in the synthesized design by count || sky130_fd_sc_hd__fa_1
|-
| Post-CTS Repair Setup Buffers || 0
|-
| Pin count of the biggest net entering global routing || 118
|-
| Iter 0 DRT Violations || 1069
|-
| Port-buffer cells || 242
|-
| Number of buffers created by CTS || 42
|-
| Fp_density || 40.4%
|-
| Cell type with the largest total area || sky130_fd_sc_hd__fa_1
|-
| Leakage component of the power || 0.0271 uW
|-
| Final setup violation count || 0
|}
## critical path: stages (launching register included)
cell and delay, ps:
sky130_fd_sc_hd__dfxtp_1 310, sky130_fd_sc_hd__buf_4 360, sky130_fd_sc_hd__nand2_1 170, sky130_fd_sc_hd__inv_1 150, sky130_fd_sc_hd__fa_1 480, sky130_fd_sc_hd__fa_1 560, sky130_fd_sc_hd__fa_1 860, sky130_fd_sc_hd__inv_1 230
sky130_fd_sc_hd__fa_1 960, sky130_fd_sc_hd__inv_1 470, sky130_fd_sc_hd__fa_1 590, sky130_fd_sc_hd__fa_1 480, sky130_fd_sc_hd__fa_1 520, sky130_fd_sc_hd__inv_1 50, sky130_fd_sc_hd__fa_1 470, sky130_fd_sc_hd__inv_1 40
sky130_fd_sc_hd__ha_1 370, sky130_fd_sc_hd__nand3_1 180, sky130_fd_sc_hd__nor4b_1 370, sky130_fd_sc_hd__nand4b_1 290, sky130_fd_sc_hd__a311oi_2 410, sky130_fd_sc_hd__a41o_1 350, sky130_fd_sc_hd__o22ai_1 140, sky130_fd_sc_hd__mux2_1 320
## flip-flops by register name, indices dropped and copies added (netlist names)
name                     flops
a_e2_ff.dout                33
instr_tag_ff.dout           64
out_rd_addr_ff.dout          5
b_e2_ff.dout                33
rs1_sign_e1_ff.dout          1
instr_tag_e2_ff.dout        64
low_e1_ff.dout               1
out_rd_wr_en_e3_ff.dout      1
out_rd_wr_en_ff.dout         1
low_e2_ff.dout               1
b_e1_ff.dout                32
out_rd_addr_e2_ff.dout       5
instr_tag_e3_ff.dout        64
rs2_sign_e1_ff.dout          1
out_rd_wr_en_e2_ff.dout      1
out_rd_addr_e3_ff.dout       5
prod_e3_ff.dout             64
low_e3_ff.dout               1
a_e1_ff.dout                32
## how the worst min path moves through the flow
stage,depth (start not counted),slack (ps),endpoint,startpoint
after global routing,1,440,instr_tag_e2_ff.dout[39],instr_tag_ff.dout[39]
after CTS,1,420,instr_tag_e2_ff.dout[39],instr_tag_ff.dout[39]
final,1,420,instr_tag_e2_ff.dout[39],instr_tag_ff.dout[39]
## per-layer routing
metal  part of all wire, %  wire length [microns]
met1                    40                  46400
met2                    47                  54700
met3                    11                  12800
met4                   2.0                   2300
met5                     0                      0
## final cells by class
class | count | area [sq um] | area share (%)
Clock inverter | 15 | 265 | 0.483
Tap cell | 1625 | 2030 | 3.70
Multi-Input combinational cell | 3277 | 36200 | 65.9
Inverter | 1077 | 4040 | 7.36
Timing Repair Buffer | 316 | 2980 | 5.43
Clock buffer | 62 | 1240 | 2.25
Sequential cell | 409 | 8190 | 14.9
## power breakdown
part | switching (uW) | internal [uW]
Clock | 317 | 443
Sequential | 13.3 | 787
Combinational | 355 | 243
Total | 685 | 1470
## placed cells by master (no fill, tap or decap), drive strengths merged, types with 31 or more instances in the layout
cell type | netlist | routed
and2 | 903 | 903
buf | 14 | 74
clkdlybuf4s50 | 0 | 241
dfxtp | 409 | 409
inv | 1076 | 1078
nor2b | 31 | 31
xnor2 | 41 | 41
nor2 | 69 | 69
nand2 | 567 | 567
clkbuf | 248 | 63
ha | 212 | 212
o21ai | 45 | 45
a21oi | 61 | 61
mux2 | 33 | 33
fa | 1125 | 1125
## metrics by stage
step | instances | util (%) | setup WS, ps
4_1_cts | 6781 | 44.9 | 12690
2_1_floorplan | 5025 | - | 14220
3_5_place_dp | 6704 | 43.7 | 12740
5_1_grt | 6781 | 44.9 | 12170
3_3_place_gp | 6704 | 43.7 | 12720
6_report | 6781 | 44.9 | 12740
## cell families (layout without fill, tap and decap cells)
group / count (synthesis) / in the layout / share of synthesized area (%)
compound gates: 186 / 186 / 2.54
buf+inv: 1339 / 1470 / 10.2
flops: 409 / 409 / 16.6
xor+xnor: 64 / 64 / 1.14
mux: 40 / 40 / 0.894
fa+ha+maj: 1337 / 1337 / 51.0
simple gates: 1650 / 1650 / 17.7
Power and IR drop assume default switching activity.
